==> /design/flow/run.sh <==
#!/bin/bash
# OpenROAD 26Q1-2900-gdf79404cd8, Yosys 0.63+post, stock flow scripts
make -C /OpenROAD-flow-scripts/flow DESIGN_CONFIG=/design/flow/config.mk WORK_HOME=/design/flow/orfs finish
==> /design/flow/design.v <==
`timescale 1ns/1ps
module division(
		input rst,
		input signed [15:0] dina,
		input signed [15:0] dinb,
		output signed [15:0] dout,
		output signed [15:0] dout_1	
);
reg signed [15:0] dina_reg;
reg signed [15:0] dinb_reg;
reg signed [15:0] dout_quotient_reg;
reg signed [15:0] dout_remainder_reg;
always@(*)
begin
		if(!rst)
			begin
				dina_reg<=0;
				dinb_reg<=0;
			end
		else
			begin	
				dina_reg<=dina;
				dinb_reg<=dinb;
			end
end
always@(*)
begin
	if(!rst)
		begin
			dout_quotient_reg<=0;
			dout_remainder_reg<=0;
		end
	else
		begin
			dout_quotient_reg<=dina_reg/dinb_reg;
			dout_remainder_reg<=dina_reg%dinb_reg;
		end
end
assign dout=dout_quotient_reg;
assign dout_1=dout_remainder_reg;
endmodule
==> /design/flow/constraint.sdc <==
current_design division

set clk_period 91.7
set clk_io_pct 0.2

create_clock -name clk0 -period $clk_period

set non_clock_inputs [all_inputs -no_clocks]
set_input_delay [expr $clk_period * $clk_io_pct] -clock clk0 $non_clock_inputs
set_output_delay [expr $clk_period * $clk_io_pct] -clock clk0 [all_outputs]
==> /design/flow/config.mk <==
export PLATFORM = sky130hd
export DESIGN_NAME = division
export DESIGN_NICKNAME = division
export VERILOG_FILES = /design/flow/design.v
export SDC_FILE = /design/flow/constraint.sdc
export NUM_CORES = 4
export LEC_CHECK = 1
export CORE_UTILIZATION = 30
==> flow_summary.ini <==
; generated from flow reports
[run_status]
outcome = completed

[yosys]
syn-cell-area_mm2 = 0.009759
synth_cell_type_count = 91
top_area_share_pct = 18.08
synth_dominant_cell_count = nor2_1
yosys-stat-area_mm2 = 0.009759
yosysSeqAreaShare_pct = 0
synth-cells-yosys = 1477
synth.avg_cell_area_um2 = 6.608
synthDominantAreaCellType = ha_1
yosys-top-cells-count = 167 x nor2_1, 152 x nand2_1, 141 x ha_1, 114 x a21oi_1, 76 x o21ai_0
ys.warnings.count = 1
netlist_top_cells_area = ha_1 18%, nor2_1 6.4%, xnor2_1 6.2%
post_synth_inst_count = 1477

[place]
dpl_cell_area_mm2 = 0.01096
gp_congestion = 0.9907
detailed_place_hpwl_mm = 32.63
dp_cells = 1957
port_buffers = 65

[layout]
final_cell_count_no_fill = 1957
n_clock_buffer = 0
design.seq.count = 0
stdcell_area_mm2 = 0.01096
final.fill_count = 3429
multiInputGateArea_mm2 = 0.009340
layout-area-overhead-vs-synth_pct = 12.30
regArea_um2 = 0
final_layout_size_suffix_gt1_share_pct = 5.979

[final_timing]
grt_setup_unrepaired = false
max_slew_margin_pct = 38.57
tightestPinTransition_ns = 0.9164
max_clock_freq_ghz = 0.01291
report.final.setup_viol = 0
timing.final.hold_violations = 0
finalMaxSlewViolations = 0
setup_tns_ns = 0
fin_crit_ns = 77.47
final.period_utilization_pct = 84.48

[global_route]
pin_count_of_the_biggest_net_entering_global_routing = 44
grt_pass1_vias = 10780
gr-total-overflow = 0
globalRouteTotalUtil_pct = 24.48
initial_antenna_violation_count = 0
global_route_wire_length_before_repair_mm = 62.66

[worst_setup_path]
timing.critical_path.required_ns = 73.36
criticalPathCategory = input port to primary output
worst_path_largest_cell_delay_ns = 0.77
critical_path.max_fanout = 43
timing.critical_path.mode_cell = ha_1
critPathSlowestCell = nor3_2
worst_setup_path_start_kind = input port
critical_path_arrival_ns = 59.13
critical_path_endpoint_category = primary output

[drt]
dr.first_iter.drc_count = 1073
route.antenna.diode_count = 0
dr_total_vias = 11750
via_per_inst = 6.004
postRouteAntennaNets = 0
routedWlPerCell_um = 20.74
dr.pass1.iters = 5
wl_met3_mm = 2.708
routed_wirelength_mm = 40.59
drt_drc_violations_left = 0
dr_wl_met2_mm = 17.07
dr.max_layer_used = met4
m1WireLength_mm = 19.07

[die]
placement_rows = 65
die_width_um = 182.4
core_mm2 = 0.03180
core_util_floorplan_pct = 30.69
full_die_area_mm2 = 0.03326
die-height_um = 182.4
io_pins = 65

[min_path]
min_path_type = input port to primary output
min-delay-start = dina[15]
hold_path_end = dout_1[1]
holdPathStages = 5

[clock_network]
cts-resized-gates = 0
cts.hold.buffers_added = 0
cts_setup_buffers = 0

[run]
log.warning_count = 33
max-cap-violations = 0
-- how the worst max path moves through the flow --
| stage | startpoint | end | slack, ns | cells after the start |
|---|---|---|---|---|
| CTS | rst | dout_1[14] | 15.16 | 140 |
| global route | rst | dout_1[13] | 11.16 | 141 |
| finish | rst | dout_1[14] | 14.23 | 139 |
-- cells by family after synthesis --
family | count (synthesis) | share of synthesized area, %
compound gates | 476 | 33.18
buf+inv | 107 | 4.295
mux | 31 | 3.410
xor+xnor | 122 | 10.95
simple gates | 599 | 29.88
fa+ha+maj | 142 | 18.28
-- metrics by stage --
stage                     util, %  worst slack [ns]  hold slack (ns)
after floorplan                 -             23.46            36.84
after global placement      34.46             15.90            37.91
after detailed placement    34.46             15.39            37.90
after CTS                   34.46             15.16            37.91
after global routing        34.46             11.16            37.98
final                       34.46             14.23            37.92
-- placed cells by master (no fill, tap or decap), types with 30 or more instances in the layout --
master / instances
xor2_1: 53
nor2_1: 167
a31oi_1: 30
o21a_1: 37
nand2_1: 152
xnor2_1: 69
o21ai_0: 76
a21oi_1: 114
inv_1: 58
clkdlybuf4s50_1: 65
ha_1: 141
nand3_1: 46
nor3_1: 66
-- routing by layer --
metal	vias to the layer above	GRT usage (%)
met2	492	36.55
li1	5671	-
met4	0	8.773
met3	91	1.953
met1	5496	36.67
met5	-	0
-- layout make-up --
cell class                 count  share of cell area [%]
timing repair buffer          91                   7.718
multi-input combinational   1370                   85.23
tap                          435                   4.966
inverter                      61                   2.089
-- critical path, delay by kind of cell --
family,cells,cell delay (ns)
xor+xnor,1,0.15
simple gates,37,11.01
mux,4,1.56
compound gates,67,18.94
fa+ha+maj,17,5.57
buf+inv,13,3.52
