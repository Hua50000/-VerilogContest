===== /design/flow/config.mk =====
export PLATFORM = sky130hd
export DESIGN_NAME = jianfa
export DESIGN_NICKNAME = jianfa
export VERILOG_FILES = /design/flow/design.v
export SDC_FILE = /design/flow/constraint.sdc
export NUM_CORES = 4
export LEC_CHECK = 1
export CORE_AREA = 10 10 70 70
export DIE_AREA = 0 0 80 80

===== /design/flow/constraint.sdc =====
current_design jianfa

set clk_period 8.8
set clk_io_pct 0.2

create_clock -name clk0 -period $clk_period

set non_clock_inputs [all_inputs -no_clocks]
set_input_delay [expr $clk_period * $clk_io_pct] -clock clk0 $non_clock_inputs
set_output_delay [expr $clk_period * $clk_io_pct] -clock clk0 [all_outputs]

===== /design/flow/design.v =====
`timescale 1ps/1ps
module jianfa(
		input rst,
		input signed [15:0] dina,
		input signed [15:0] dinb,
		output signed [15:0] dout	
);
reg signed [15:0] dina_reg;
reg signed [15:0] dinb_reg;
reg signed [15:0] dout_reg;
always@(*)
begin
		if(!rst)
			begin
				dina_reg<=0;
				dinb_reg<=0;
			end
		else
			begin	
				dina_reg<=dina;
				dinb_reg<=dinb;
			end
end
always@(*)
begin
	if(!rst)
			dout_reg<=0;
	else
			dout_reg<=dina_reg - dinb_reg;
end
assign dout = dout_reg;
endmodule

===== /design/flow/run.sh =====
#!/bin/bash
# OpenROAD 26Q1-2900-gdf79404cd8, Yosys 0.63+post, stock flow scripts
make -C /OpenROAD-flow-scripts/flow DESIGN_CONFIG=/design/flow/config.mk WORK_HOME=/design/flow/orfs finish

==> results_dict.tcl <==
# place-and-route summary
set metrics [dict create \
    ir_drop_mv 0.0332 \
    synth_top_cell_by_area "ha_1" \
    die_w_um 80 \
    wl_um 2760 \
    layout_top_cell "clkdlybuf4s50_1" \
    ys_types 36 \
    cp.arrival_ns 4.94 \
    period_needed_ns 6.70 \
    fin_tns_setup_ns 0 \
    place_congestion 0.844 \
    overflow 0 \
    io_pins 49 \
    cts_setup_buffers 0 \
    grt_first_pass_wirelength_um 4880 \
    synthCells 149 \
    crit_type "in2out" \
    xor_share_pct 6.01 \
    mux_share_pct 3.93 \
    grt_use_total_pct 8.61 \
    area_growth_pct 52.6 \
    setup_viol 0 \
    synthSimpleGateAreaFrac_pct 36.7 \
    status "complete, no violations" \
    nFillCells 370 \
    top_logic_kind "simple AND/OR/NAND/NOR gates" \
    adder_share_pct 21.6 \
    post-dp-hpwl_um 2380 \
    grt_pass1_vias 1177 \
    placementRows 21 \
    yosys_cells 149 \
    hp-class "in2out" \
    yosys_area_sq_um 1020 \
    lay_top_cells "49 x clkdlybuf4s50_1, 27 x nand2_1, 22 x and2_1, 16 x ha_1, 14 x a21oi_1" \
    chipArea_sq_um 6400 \
    diodes 0 \
    hold_viol_final 0 \
    ctsResizeCount 0 \
    fp.dieH_um 80 \
    tightest_slew_ns 0.379 \
    fin_crit_sh_pct 76.1 \
    critPathMaxFanout 50 \
    vias 1146 \
    cellLeakagePower_nw 0.659 \
    worstSetupEndpointType "output port" \
    cap_violations 0 \
    hold_depth 5 \
    hold_path_end "dout[0]" \
    synthAoiAreaFrac_pct 28.8 \
    ys_top_cells_by_area "ha_1 20%, and2_1 13%, nand2_1 9.9%, a21oi_1 6.9%, mux2i_1 3.9%" \
    worstHoldStart "dina[0]" \
    synth_area_per_cell_sq_um 6.84 \
    io_buffer_count 49 \
    drive_above_1_share_pct 5.15 \
    drt_first_iter_violations 34 \
    wl_per_cell_um 11.5 \
    drv_slew 0 \
    required_ns 7.04 \
    postSynthSeqShare_pct 0 \
    dr.pass1.iters 2 \
    vias_per_cell 4.78 \
    slew_headroom_pct 74.8 \
    pwr_density_cell_nw_per_um2 66.7 \
    flop-count 0 \
    grt_max_degree 51 \
    flop_area_sq_um 0 \
    max_freq_ghz 0.149 \
    tool_warnings 33 \
    synth_area_sq_um 1020 \
    final_core_util_pct 45.6 \
    top_cell_area_share_pct 19.6 \
    yosysWarnings 1 \
    core_sq_um 3420 \
    start_kind "input pin" \
    antenna_found_initial 0 \
    drc 0 \
    clock_buffers 0 \
    final_antenna_net_count 0 \
    cts.hold.buffers_added 0 \
    rsz0062_at_grt "false" \
    fp_util_pct 29.9 \
]
## through the flow
| stage | power, mW | hold WS (ns) | instances | worst slack, ns | cell area [sq um] |
|---|---|---|---|---|---|
| floorplan | 0.0602 | 3.60 | 149 | 3.28 | 1020 |
| global placement | 0.104 | 4.59 | 240 | 2.12 | 1560 |
| detailed placement | 0.105 | 4.59 | 240 | 2.08 | 1560 |
| CTS | 0.106 | 4.59 | 240 | 2.08 | 1560 |
| global route | 0.117 | 4.63 | 240 | 1.85 | 1560 |
| finish | 0.104 | 4.57 | 240 | 2.10 | 1560 |
## worst max-delay path by stage
stage / slack, ns / end / startpoint / depth (start not counted)
CTS: 2.08 / dout[12] / rst / 12
finish: 2.10 / dout[12] / rst / 12
global route: 1.85 / dout[12] / rst / 12
## synthesized netlist by cell type
| cell | count |
|---|---|
| nand2_1 | 27 |
| and2_1 | 22 |
| ha_1 | 16 |
| a21oi_1 | 14 |
| clkbuf_1 | 5 |
| nor3_1 | 5 |
| o211ai_1 | 5 |
| mux2i_1 | 4 |
| nand2b_1 | 4 |
| nor2_1 | 4 |
| o21ai_0 | 4 |
| xor2_1 | 4 |
| a21o_1 | 3 |
| and3b_1 | 3 |
| inv_1 | 3 |
| o21ai_1 | 3 |
| xnor2_1 | 3 |
| a21oi_2 | 2 |
| a211oi_2 | 1 |
| a21o_2 | 1 |
| a21oi_4 | 1 |
| a311oi_2 | 1 |
| a31o_1 | 1 |
| and3_1 | 1 |
| fa_1 | 1 |
| nand3_1 | 1 |
| nand3b_1 | 1 |
| nand4_1 | 1 |
| nor2b_1 | 1 |
| o21a_1 | 1 |
| o21ai_2 | 1 |
| o21bai_1 | 1 |
| o21bai_2 | 1 |
| o2bb2ai_2 | 1 |
| or2_1 | 1 |
| or3_1 | 1 |
## kinds of logic (layout without fill, tap and decap cells)
| logic type | count (synthesis) | in the layout |
|---|---|---|
| buffers and inverters | 8 | 53 |
| and+or+nand+nor | 72 | 72 |
| muxes | 4 | 4 |
| AOI/OAI and AO/OA | 41 | 41 |
| xor gates and xnor gates | 7 | 7 |
| adders and majority gates | 17 | 17 |
## cell type report
type               instances  area [sq um]  area share [%]
multi-input cells        141           990            63.6
repair buffers            50           498            32.0
well taps                 46          57.6            3.70
inverters                  3          11.3           0.723
## routing by layer
| metal | vias up | track usage, % | wire [um] |
|---|---|---|---|
| met2 | 21 | 15.7 | 1270 |
| met5 | - | 0 | 0 |
| li1 | 618 | - | - |
| met3 | 0 | 1.36 | 152 |
| met1 | 507 | 10.9 | 1330 |
| met4 | 0 | 0 | 0 |
## report_power, final
part	leakage [nW]	internal, mW	switching, mW	total, mW
Combinational	0.659	0.0607	0.0430	0.104
Sequential	0	0	0	0
Clock	0	0	0	0
## worst max-delay path, cell delays in order
cell and delay (ns):
clkdlybuf4s50_1 0.45, buf_4 0.34, and2_1 0.21, ha_1 0.15
inv_1 0.05, fa_1 0.38, a21o_2 0.25, a311oi_2 0.34
o21bai_2 0.16, a21oi_2 0.17, mux2i_1 0.18, clkdlybuf4s50_1 0.48
Power and IR drop assume default switching activity.
