$ cat design/flow/design.v
`timescale 1ps/1ps
module add(
		input rst,
		input signed [15:0] dina,
		input signed [15:0] dinb,
		output signed [15:0] dout	
);
reg signed [15:0] dina_reg;
reg signed [15:0] dinb_reg;
reg signed [15:0] dout_reg;
always@(*)
begin
		if(!rst)
			begin
				dina_reg<=0;
				dinb_reg<=0;
			end
		else
			begin	
				dina_reg<=dina;
				dinb_reg<=dinb;
			end
end
always@(*)
begin
	if(!rst)
			dout_reg<=0;
	else
			dout_reg<=dina_reg + dinb_reg;
end
assign dout = dout_reg;
endmodule
$ cat design/flow/run.sh
#!/bin/bash
# OpenROAD 26Q1-2900-gdf79404cd8, Yosys 0.63+post, stock flow scripts
make -C /OpenROAD-flow-scripts/flow DESIGN_CONFIG=/design/flow/config.mk WORK_HOME=/design/flow/orfs finish
$ cat design/flow/config.mk
export PLATFORM = sky130hd
export DESIGN_NAME = add
export DESIGN_NICKNAME = add
export VERILOG_FILES = /design/flow/design.v
export SDC_FILE = /design/flow/constraint.sdc
export NUM_CORES = 4
export LEC_CHECK = 1
export CORE_AREA = 10 10 70 70
export DIE_AREA = 0 0 80 80
$ cat design/flow/constraint.sdc
current_design add

set clk_period 7.5
set clk_io_pct 0.2

create_clock -name clk0 -period $clk_period

set non_clock_inputs [all_inputs -no_clocks]
set_input_delay [expr $clk_period * $clk_io_pct] -clock clk0 $non_clock_inputs
set_output_delay [expr $clk_period * $clk_io_pct] -clock clk0 [all_outputs]
==> flow_summary.ini <==
; generated from flow reports
[setup_path]
criticalPathCategory = input pin to output pin
path_max_fanout = 17
critPathArrivalTime_ns = 4.69
end_kind = output pin
startpoint = rst
start_kind = input pin
required_ns = 6.00

[final_layout]
area_delta_synth_final_pct = 54.3
nFillCells = 364
comb_area_um2 = 966
seq_area_um2 = 0
nClkBuffers = 0
final_layout_size_suffix_gt1_share_pct = 2.58
flop-count = 0

[yosys]
syn_area_um2 = 996
yosys_warnings = 1
yosysCellCount = 148
ys_seq_share_pct = 0
synth_cells = 148
synth_area_per_cell_um2 = 6.73
yosysChipArea_um2 = 996
synth.distinct_cells = 35

[final_timing]
maxSlewHeadroom_pct = 63.3
tightestPinTransition_ns = 0.547
final_max_slew_viol_count = 0
fmax_mhz = 161
setup_viol = 0
hold_violations = 0
layout_min_cycle_time_ns = 6.19
min_period_over_period_pct = 82.6
timing.setup.tns_ns = 0
rsz0062_at_grt = false

[power_and_ir_drop]
p_per_area_nw_per_um2 = 55.0
power_mw = 0.0845
p_leak_nw = 0.659
peakVddDrop_mv = 0.0199

[placement]
port_buffers = 49
dp_hpwl_mm = 2.51
gp_congestion = 0.881

[drt]
drc = 0
vias = 1158
routed_wl_mm = 2.90
antennaDiodeCount = 0
drt_pass1_iterations = 2
detail_route.wl_per_cell_um = 12.1
ant_nets = 0
drtIter0Drc = 44
vias_per_cell = 4.83

[grt]
grt_pass1_wl_mm = 4.97
grt_util_all_layers_pct = 8.92
antenna_found_initial = 0
grt_max_degree = 28
grt.overflow.total = 0
grt_pass1_vias = 1149

[clocking]
postCtsSetupBuffers = 0
ctsHoldBuffers = 0
cts_resized = 0

[floorplan]
die_w_um = 80
die_h_um = 80
initCoreUtil_pct = 29.2
coreArea_um2 = 3420
die-area_um2 = 6400
num_rows = 21
io_pins = 49

[status]
status = finished, final reports clean

[worst_hold_path]
hold_class = input pin to output pin
min_from = dinb[1]

[flow_run]
cap_violations = 0
stage_log_warnings = 32
-- layout by cell type (no fill, tap or decap) --
cell / count
clkdlybuf4s50_1: 49
and2_1: 29
nand2_1: 17
ha_1: 15
a21oi_1: 9
nor2_1: 9
o21ai_0: 7
nand2b_1: 5
nor2b_1: 4
mux2i_1: 4
inv_1: 3
a21o_1: 3
o211ai_1: 3
a211oi_1: 3
nor3_1: 3
xor2_1: 3
xnor2_1: 3
and3_1: 2
nand3_1: 2
o311ai_1: 2
nand4_1: 2
a31o_2: 2
o21bai_1: 2
a31o_1: 1
a221o_1: 1
and4_1: 1
nor3b_1: 1
clkinv_1: 1
o21a_1: 1
nor3_2: 1
a221oi_1: 1
a41oi_1: 1
or2_2: 1
o22ai_1: 1
fa_1: 1
buf_4: 1
-- cell usage after synthesis, drive strengths merged (3+ instances only) --
cell type / count / area [µm²]
o211ai: 3 / 22.5
nand2: 17 / 63.8
a211oi: 3 / 22.5
clkbuf: 4 / 15.0
o21ai: 7 / 35.0
inv: 3 / 11.3
nand2b: 5 / 31.3
nor3: 4 / 25.0
nor2: 9 / 33.8
a31o: 3 / 26.3
nor2b: 4 / 25.0
mux2i: 4 / 40.0
a21o: 3 / 22.5
xnor2: 3 / 26.3
a21oi: 9 / 45.0
and2: 29 / 181
xor2: 3 / 26.3
ha: 15 / 188
-- path summary, 6_finish.rpt --
path                   end  slack, ns  cells after the start
setup / recovery  dout[12]       1.31                     11
hold / removal     dout[1]       4.11                      5
-- worst max-delay path, stage by stage --
cell	delay (ns)
clkdlybuf4s50_1	0.72
and2_1	0.20
ha_1	0.19
inv_1	0.07
fa_1	0.37
nor2b_1	0.20
o211ai_1	0.16
a211oi_1	0.50
nor3_1	0.11
nor3_2	0.17
clkdlybuf4s50_1	0.50
-- through the flow --
stage	setup slack [ns]	instance area [µm²]	hold WS (ns)	utilization, %	cells
6_report	1.31	1540	4.11	45.0	240
3_5_place_dp	1.27	1540	4.11	45.0	240
5_1_grt	0.994	1540	4.18	45.0	240
2_1_floorplan	2.63	996	3.08	-	148
4_1_cts	1.27	1540	4.13	45.0	240
3_3_place_gp	1.41	1540	4.13	45.0	240
-- cell type report --
type,count,area share [%]
inverter,4,0.977
multi-input combinational,140,62.9
tap,46,3.75
timing repair buffer,50,32.4
-- cells by family (layout without fill, tap and decap cells) --
logic type / Yosys count / count (layout) / share of synthesized area [%]
AND/OR/NAND/NOR: 77 / 77 / 42.0
adder cells (fa/ha/maj): 16 / 16 / 20.9
buffers and inverters: 8 / 54 / 3.01
AND-OR/OR-AND: 37 / 37 / 24.9
XOR/XNOR: 6 / 6 / 5.28
multiplexers: 4 / 4 / 4.02
-- per-layer routing --
metal	part of all wire [%]	GRT usage, %	routed length, µm	vias up
met5	0	0	0	-
met4	0	0.176	0	0
met3	7.5	2.39	218	0
met2	44	14.3	1290	27
met1	48	12.3	1390	501
li1	-	-	-	630
-- power by group --
part	internal [mW]	switching (mW)
Combinational	0.0513	0.0332
Sequential	0	0
Clock	0	0
Power and IR drop assume default switching activity.
